==> design/flow/design.v <==
module spi_pwm #(
  parameter integer DUTY_CYCLE_WIDTH = 8,
  parameter integer CLOCK_DIV_WIDTH = 32      
)(
  input logic spi_sclk,    
  input logic spi_mosi,    
  output logic spi_miso,   
  input logic spi_cs,      
  input logic clk,         
  input logic rst,         
  output logic pwm_out     
);
  typedef enum logic [1:0] {
    IDLE = 2'b00,
    RECEIVING = 2'b01,
    ERROR = 2'b10
  } spi_state_t;
  spi_state_t spi_state;
  logic [DUTY_CYCLE_WIDTH - 1:0] duty_cycle;
  logic [CLOCK_DIV_WIDTH - 1:0] pwm_clock_div;
  logic [CLOCK_DIV_WIDTH + DUTY_CYCLE_WIDTH - 1:0] shift_register;
  logic [$clog2(CLOCK_DIV_WIDTH + DUTY_CYCLE_WIDTH) + 1:0] shift_count;
  logic [CLOCK_DIV_WIDTH - 1:0] div_counter;
  logic divided_clk;
  logic [DUTY_CYCLE_WIDTH - 1:0] pwm_counter;
  logic loopback_data;
  assign spi_miso = loopback_data;  
  always @(posedge spi_sclk or negedge rst) begin
    if (!rst) begin
      spi_state <= IDLE;
      shift_register <= 'b0;
      shift_count <= 0;
    end else begin
      case (spi_state)
        IDLE: begin
          if (spi_cs == 0) begin
            shift_register <= {spi_mosi, shift_register[CLOCK_DIV_WIDTH + DUTY_CYCLE_WIDTH-1:1]};
            shift_count <= 1;
            spi_state <= RECEIVING;
          end
        end
        RECEIVING: begin
          if (spi_cs == 0) begin
            if(shift_count < (CLOCK_DIV_WIDTH + DUTY_CYCLE_WIDTH-1)) begin
              shift_count <= shift_count + 1;
              shift_register <= {spi_mosi, shift_register[CLOCK_DIV_WIDTH + DUTY_CYCLE_WIDTH-1:1]};
            end
            else if (shift_count == (CLOCK_DIV_WIDTH + DUTY_CYCLE_WIDTH-1)) begin
              shift_register <= {spi_mosi, shift_register[CLOCK_DIV_WIDTH + DUTY_CYCLE_WIDTH-1:1]};
              spi_state <= IDLE;  
              shift_count <= 0;
            end 
          end
          else begin
            spi_state <= IDLE;
            shift_count <= 0;
          end
        end
        default: begin
          spi_state <= IDLE;
          shift_count <= 0;
        end
      endcase
    end
  end
   always @(posedge spi_cs) 
   begin
        pwm_clock_div <=  shift_register[CLOCK_DIV_WIDTH-1:0];
        duty_cycle <= shift_register[CLOCK_DIV_WIDTH + DUTY_CYCLE_WIDTH-1:CLOCK_DIV_WIDTH];
   end
  always @(posedge clk or negedge rst) begin
    if (!rst) begin
      div_counter <= 0;
      divided_clk <= 0;
    end else begin
      if (div_counter > pwm_clock_div) begin
        divided_clk <= ~divided_clk;
        div_counter <= 0;
      end else begin
        div_counter <= div_counter + 1;
      end
    end
  end
  always @(posedge divided_clk or negedge rst) begin
    if (!rst) begin
      pwm_counter <= 1;  
      pwm_out <= 0;      
    end else begin
      if (pwm_counter <= duty_cycle) begin
        pwm_out <= 1'b1;
      end else begin
        pwm_out <= 1'b0;
      end
      pwm_counter <= pwm_counter + 1;
      if (pwm_counter >=((1 << DUTY_CYCLE_WIDTH)-1)) begin
        pwm_counter <= 1;  
      end
    end
  end
  always @* begin
    loopback_data = spi_mosi;  
  end
endmodule
==> design/flow/run.sh <==
#!/bin/bash
# OpenROAD 26Q1-2900-gdf79404cd8, Yosys 0.63+post, stock flow scripts
make -C /OpenROAD-flow-scripts/flow DESIGN_CONFIG=/design/flow/config.mk WORK_HOME=/design/flow/orfs finish
==> design/flow/config.mk <==
export PLATFORM = sky130hd
export DESIGN_NAME = spi_pwm
export DESIGN_NICKNAME = spi_pwm
export VERILOG_FILES = /design/flow/design.v
export SDC_FILE = /design/flow/constraint.sdc
export NUM_CORES = 4
export LEC_CHECK = 1
export CORE_UTILIZATION = 50
==> design/flow/constraint.sdc <==
current_design spi_pwm

set clk_period 6.6
set clk_io_pct 0.2

create_clock -name clk0 -period $clk_period [get_ports {clk}]
create_clock -name clk1 -period $clk_period [get_ports {spi_cs}]
create_clock -name clk2 -period $clk_period [get_ports {spi_sclk}]

set non_clock_inputs [all_inputs -no_clocks]
set_input_delay [expr $clk_period * $clk_io_pct] -clock clk0 $non_clock_inputs
set_output_delay [expr $clk_period * $clk_io_pct] -clock clk0 [all_outputs]
==> metrics.cfg <==
[sta]
slew_viol_final = 0
fin_skew_ps = 5.34
unconstrained_endpoints = 10
setup_viol = 0
unclocked_regs = 9
worst_pin_slew_ps = 731
hold_ws_ps = 258
rsz0062_at_grt = false
slew_headroom = 0.513
hold_viol = 0

[die]
fp_util = 0.512
dieArea_um2 = 12100
die_h_um = 110
core_area_um2 = 11400
rows = 39
io_pins = 7
die_w_um = 110

[place]
place_area_um2 = 5980
gp_congestion = 0.814
port_buffers = 4
dp_hpwl_um = 6210

[routing]
vias = 3625
drc = 0
wl_per_cell_um = 14.5
wl_met3_um = 619
maxUsedRoutingLayer = met4
ant_nets = 0
diodes = 0
wl_um = 10200
avgViaCountPerCell = 5.17
drt_iter0_drc = 115
met2_length_um = 4310
met1_length_um = 4870
first_pass_iters = 4

[final_layout]
areaGrowthSynthToFinish_pct = 21.9
n_fill_cell = 859
post-route-util = 0.625
final_common_cell = dfrtp_1
drive_above_1_share = 0.220
postLayoutCellArea_um2 = 7100
layout_top_cells = 90 x dfrtp_1, 46 x inv_1, 43 x nor2_1, 43 x ha_1, 40 x dfxtp_1

[critical_path]
cp.required_ps = 6780
worst_ep_arrival_time_ps = 5160
cpPeakStageDelay_ps = 200
critPathTopFamily = buffers and inverters
critPathLaunchType = clock port
worstPathMaxFanout = 5
worstSetupEndpointType = flip-flop
path_buffers = 9
crit_type = clock port to flip-flop
path_cells = clkbuf_16 > clkbuf_16 > clkbuf_16 > clkbuf_16 > clkbuf_16 > mux2i_1 > clkbuf_16 > clkbuf_16 > and4_1 > clkbuf_16 > clkbuf_16 > a31oi_1 > nor2_1
r2r_setup_slack_ps = 3900
crit_top_cell = clkbuf_16
slowest_stage = and4_1

[global_routing]
grt_pass1_wl_um = 17600
grt_pass1_vias = 4246
overflow = 0
antenna_found_initial = 0
track_usage = 0.200
grt_max_degree = 59

[power]
total_power_w = 0.00335
ir_drop_uv = 526
leakage_nw = 3.39
power.density_nw_per_um2 = 471

[clock_network]
cts_hold_buffers = 0
cts_resized = 0
cts_tree = built
post-cts-setup-buffers = 0
path_clk_slew_ps = 70

[synth]
ys.flops = 132
syn_area_um2 = 5830
synthFlopType = dfrtp_1
edf_count = 0
synth_cell_type_count = 53
ys_seq_frac = 0.533
yosys-stat-cells = 506
yosys_area_um2 = 5830
synth-compound-area-share = 0.0535
synth_adder_area_share = 0.0923
synth_cells = 506
ys_warn_count = 1
muxShareOfSynthArea = 0.0790
synth.cellmix.xorXnorShare = 0.0541
syn_avg_cell_area_um2 = 11.5
logic_family = simple AND/OR/NAND/NOR gates
synth-async-reset-ratio = 0.697
synthSimpleGateAreaFrac = 0.145

[min_path]
min_path_type = flip-flop to flip-flop

[run]
maxCapViolCount = 0
tool_warnings = 90

[status]
status = finished, final reports clean

-- final timing paths --
kind                            cells after the start                             end                            from
worst max-delay path                               13      shift_count[7]$_DFFE_PN0P_                          spi_cs
worst min-delay path                                0        pwm_clock_div[0]$_DFF_P_   shift_register[0]$_DFFE_PN0P_
worst max register to register                      8         divided_clk$_DFFE_PN0N_       pwm_clock_div[31]$_DFF_P_
worst min register to register                      0        pwm_clock_div[0]$_DFF_P_   shift_register[0]$_DFFE_PN0P_
max in group clk0                                   2                        spi_miso                        spi_mosi
max in group asynchronous                           2  shift_register[30]$_DFFE_PN0P_                             rst
max in group clk1                                   0       pwm_clock_div[13]$_DFF_P_  shift_register[13]$_DFFE_PN0P_
min in group clk2                                   6          spi_state[1]$_DFF_PN0_                          spi_cs
min in group clk0                                   2       div_counter[31]$_DFF_PN0_       div_counter[31]$_DFF_PN0_
min in group asynchronous                           1       div_counter[25]$_DFF_PN0_                             rst
-- per-layer routing --
layer  vias up  global-route usage
met5         -                   0
met3        34               0.123
met4         0               0.139
met2        92               0.238
met1      1700               0.271
li1       1799                   -
-- through the flow --
| step | TNS, ps | instances | worst slack, ps |
|---|---|---|---|
| floorplan | 0 | 506 | 2320 |
| global placement | -4080 | 646 | -106 |
| detailed placement | -4080 | 646 | -106 |
| CTS | 0 | 701 | 1580 |
| global route | 0 | 701 | 1570 |
| finish | 0 | 701 | 1620 |
-- power breakdown --
group / switching [W] / internal [W] / total [W] / leakage [nW]
clock network: 0.000626 / 0.00130 / 0.00192 / 0.762
logic: 0.000150 / 0.000101 / 0.000251 / 1.14
registers: 0.000131 / 0.00104 / 0.00117 / 1.49
total: 0.000907 / 0.00244 / 0.00335 / 3.39
-- layout make-up --
class	count	area, um2	area share
Clock buffer	45	1030	0.145
Clock inverter	10	90.1	0.0127
Inverter	46	173	0.0243
Multi-Input combinational cell	319	2470	0.348
Sequential cell	132	3110	0.437
Tap cell	143	179	0.0252
Timing Repair Buffer	6	52.6	0.00740
-- cell families (layout without fill, tap and decap cells) --
logic type | Yosys count | after routing
simple gates | 146 | 146
flops | 132 | 132
buf+inv | 55 | 107
compound gates | 53 | 53
fa+ha+maj | 43 | 43
mux | 41 | 41
xor+xnor | 36 | 36
-- registers in the layout (all words and copies together), names as in the netlist --
register        cells
duty_cycle          8
shift_register     40
pwm_counter         8
pwm_clock_div      32
divided_clk         1
pwm_out             1
shift_count         8
div_counter        32
spi_state           2
-- cells in the mapped netlist, types with 2 or more instances --
cell      instances  area, um2
nor3_1            3       15.0
mux2_2           38        428
o21ai_0          17       85.1
nand3_2           2       20.0
ha_1             43        538
xor2_1           25        219
and2_1            2       12.5
and3_4            4       45.0
nor2_1           43        161
nand2_1          28        105
nand3_1          19       95.1
dfxtp_1          40        801
xnor2_1          11       96.3
nand2b_1          5       31.3
a21o_1            3       22.5
and3_1            7       43.8
dfrtp_1          90       2250
buf_2             4       20.0
mux2_1            2       22.5
nor2_4           10        113
dfstp_2           2       52.6
and3_2            3       22.5
nand4_1           7       43.8
a21oi_1          21        105
a41oi_1           2       17.5
inv_1            46        173
buf_6             3       33.8
-- worst register-to-register path: cells and delay by family, from the launching register on --
family	cells	cell delay (ps)
AND/OR/NAND/NOR	2	680
flip-flops	1	320
XOR/XNOR	1	130
AND-OR/OR-AND	2	530
buffers and inverters	2	490
adder cells (fa/ha/maj)	1	310
Power figures rest on the tool's default switching activity, not on a simulated workload.
